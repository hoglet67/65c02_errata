==> flow/design.v <==
`timescale 1ns / 1ps
module debouncer(
    input clk,
    input switch_input,
    output reg state,
    output trans_up,
    output trans_dn
    );
reg sync_0, sync_1;
always @(posedge clk) 
begin
  sync_0 = switch_input;
end
always @(posedge clk) 
begin
  sync_1 = sync_0;
end
reg [16:0] count;
wire idle = (state == sync_1);
wire finished = &count;	 
always @(posedge clk)
begin
  if (idle)
  begin
    count <= 0;
  end
  else 
  begin
    count <= count + 16'd1;  
    if (finished)
    begin
      state <= ~state;  
    end
  end
end
assign trans_dn = ~idle & finished & ~state;
assign trans_up = ~idle & finished & state;
endmodule
==> flow/run.sh <==
#!/bin/bash
# OpenROAD 26Q1-2900-gdf79404cd8, Yosys 0.63+post, stock flow scripts
make -C /OpenROAD-flow-scripts/flow DESIGN_CONFIG=/design/flow/config.mk WORK_HOME=/design/flow/orfs finish
==> flow/config.mk <==
export PLATFORM = sky130hd
export DESIGN_NAME = debouncer
export DESIGN_NICKNAME = debouncer
export VERILOG_FILES = /design/flow/design.v
export SDC_FILE = /design/flow/constraint.sdc
export NUM_CORES = 4
export LEC_CHECK = 1
export CORE_AREA = 10 10 96 96
export DIE_AREA = 0 0 106 106
==> flow/constraint.sdc <==
current_design debouncer

set clk_period 2.5
set clk_io_pct 0.2

create_clock -name clk0 -period $clk_period [get_ports {clk}]

set non_clock_inputs [all_inputs -no_clocks]
set_input_delay [expr $clk_period * $clk_io_pct] -clock clk0 $non_clock_inputs
set_output_delay [expr $clk_period * $clk_io_pct] -clock clk0 [all_outputs]
==> deck_impl_summary.md <==
Flow Results at a Glance

Clock tree
  • CTS max path bufs: 2
  • Reg clk slew, reported paths: 0.07 ns
  • TritonCTS clock tree: yes
  • Number of hold buffers added after CTS: 0
  • Clock sink total: 20
  • H-tree depth: 1
  • Num CTS Buffers: 3
  • Latency at later pin: 0.25 ns
  • Root buf cell: clkbuf_8

Yosys
  • # Cells Yosys: 96
  • EDFF count, synth: 1
  • Synth area leaders: dfxtp_1, mux2i_1, a21oi_1, nand4_1, nor4_1
  • Yosys chip area: 892.1 sq um
  • Synthesized cell area: 892.1 sq um
  • Mapped Avg Cell Area: 9.293 sq um
  • Sequential cell area fraction in the yosys report: 46.00%
  • Ys flop type: dfxtp_1
  • Synth top area share: 42.64%
  • Gate Count Post-Synth: 96
  • Commonest cells post-synth: dfxtp_1, a21oi_1, nand2_1
  • Synth Warn #: 1
  • Yosys cell types: 24
  • Count leader, synth: dfxtp_1
  • Area leader, netlist: dfxtp_1
  • Synth flops: 20
  • Async SR Flop Fraction: 0%

Final layout
  • Logic area: 490.5 sq um
  • Area growth from synthesis to layout: 38.57%
  • Register Area: 419.2 sq um
  • Fillers: 825
  • Layout Cells excl Fill: 213
  • Layout cells sized above 1: 27.19%

Critical path
  • Worst Path Max Fanout: 4
  • Worst path bufs/invs: 1
  • Crit-path slowest cell: clkdlybuf4s50_1
  • R2R cell count: 4
  • Worst flop-to-flop path endpoint: state
  • CP delay by family, top: simple AND/OR/NAND/NOR gates
  • Worst endpoint required time: 2.00 ns
  • Crit path DAT: 1.97 ns
  • Startpoint types: flop
  • Crit path kind: flop to output port
  • Critical path endpoint category: output port
  • CP Cell Sequence: nand4_1 -> nor4_2 -> and2_1 -> ha_2 -> and3_1 -> clkdlybuf4s50_1
  • R2R Setup Slk: 0.88 ns
  • CP peak stage delay: 0.46 ns
  • RR Startpoint: count[3]

Floorplanning
  • Die area: 0.01124 sq mm
  • IO Count: 5
  • Core region area: 0.007214 sq mm
  • Die extent in y: 106 um
  • # rows: 31
  • Die span in x: 106 um
  • Fp_density: 12.37%

STA
  • Post-route minimum period: 2.470 ns
  • Worst Max-Slew Pin Slew: 0.3928 ns
  • Final Cycle Share: 98.80%
  • Pins Over Slew Limit: 0
  • Slew HR: 73.57%
  • Worst setup margin: 0.03000 ns
  • Max Freq: 404.9 MHz
  • Setup violators final: 0
  • RSZ-0062 raised after global routing: true
  • Worst hold slack: 0.3292 ns
  • Clock Skew: 0.005204 ns
  • Final hold vios: 0

Pwr
  • PD cells: 487.7 mW/mm^2
  • Peak VDD IR: 0.4367 mV
  • Leak: 0.4119 nW

Route
  • DR pass1 iterations: 4
  • Final WL: 1744 um
  • Top Layer Used: met3
  • Post-route ant nets: 0
  • # diodes: 0
  • DR iter-0 viols: 43
  • Wire length per cell: 8.188 um
  • Met2 WL post-DR: 807 um
  • Met3 wire length: 64 um
  • Post-route DRC violation count: 0
  • Vias after detailed routing: 743
  • Wire length on met1: 872 um
  • Via/cell ratio: 3.488

Global route
  • Gr ovfl total: 0
  • Initial antenna violation count: 0
  • GRT Overall Usage: 2.989%
  • Vias in the first global route: 676
  • First-pass GRT wire length: 2953 um
  • Pin count of the biggest net entering global routing: 12

Hold path
  • Hold WC Path Type: flop to flop
  • Worst Hold End: sync_1
  • Hold_sp: sync_0
  • Worst Hold Path Cells: 0

Placement
  • Placed insts: 206
  • GPL Wtd Cong: 0.7858
  • Pre-CTS WS: 0.08525 ns
  • DP HPWL: 1209 um
  • Port bufs: 4

Status
  • Outcome: completed

Flow run
  • Tool warnings: 26
  • Max-Cap Viols: 0
kinds of logic (layout without fill, tap and decap cells):
logic type / count (synthesis) / after routing / synth area share, %
simple gates: 45 / 45 / 30.29
mux: 4 / 4 / 4.488
xor+xnor: 5 / 5 / 4.910
fa+ha+maj: 2 / 2 / 2.805
compound gates: 14 / 14 / 8.975
buf+inv: 6 / 24 / 2.524
flops: 20 / 20 / 46.00
cell usage in the layout, fill, tap and decap left out, drive strengths merged:
cell	netlist	routed
ha	2	2
o31ai	4	4
buf	0	12
a21oi	7	7
nand2b	4	4
or3	4	4
or4	4	4
o21ai	3	3
and3	1	1
nor3b	1	1
clkbuf	2	4
nand4	6	6
inv	4	4
edfxtp	1	1
nor2	4	4
clkdlybuf4s50	0	3
xor2	2	2
dlymetal6s2s	0	1
dfxtp	19	19
xnor2	3	3
nand2	7	7
mux2i	4	4
nand3	6	6
and2	3	3
nor4	5	5
layout make-up:
cell class	instances	share of cell area, %
multi-input cells	70	39.68
flip-flops and latches	20	33.91
repair buffers	16	10.73
well taps	99	10.02
clock buffers	4	4.453
inverters	4	1.215
worst max path at each step:
stage	to	start	slack (ns)	cells after the start
after CTS	trans_up	count[10]	0.009	6
after global routing	trans_dn	count[9]	-0.09	6
final	trans_dn	count[9]	0.03	6
per-layer routing:
metal | GRT usage (%) | vias to the layer above
li1 | - | 388
met1 | 4.190 | 350
met4 | 0 | 0
met2 | 4.726 | 5
met3 | 0.9174 | 0
met5 | 0 | -
per-stage QoR:
stage | area (sq um) | TNS, ns | total power, mW | util [%]
final | 1236 | 0 | 0.6029 | 17.13
after global routing | 1236 | -0.08558 | 0.6284 | 17.13
after CTS | 1222 | 0 | 0.6106 | 16.94
after detailed placement | 1116 | 0 | 0.3650 | 15.47
after global placement | 1116 | 0 | 0.3646 | 15.47
after floorplan | 892.1 | 0 | 0.3518 | -
sequential cells by signal, indices dropped and copies added (netlist names):
| register | flops |
|---|---|
| sync_1 | 1 |
| state | 1 |
| count | 17 |
| sync_0 | 1 |
repair_timing:
action | CTS | global route
gates resized | 11 | 3
pin swaps | 4 | 1
endpoints found under the setup margin | 2 | 2
buffers inserted | 2 | 1
power breakdown:
| group | switching, mW | leakage, nW | internal [mW] |
|---|---|---|---|
| Clock | 0.102 | 0.0288 | 0.140 |
| Combinational | 0.0137 | 0.214 | 0.0148 |
| Sequential | 0.00555 | 0.169 | 0.327 |
| Total | 0.121 | 0.412 | 0.482 |
Power figures rest on the tool's default switching activity, not on a simulated workload.
